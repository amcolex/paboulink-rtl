==> /design/flow/design.v <==
module complex_conjugate #(
    parameter int WIDTH = 16
) (
    input  logic signed [WIDTH-1:0] i_real,
    input  logic signed [WIDTH-1:0] i_imag,
    output logic signed [WIDTH-1:0] o_real,
    output logic signed [WIDTH-1:0] o_imag
);
    assign o_real = i_real;
    assign o_imag = -i_imag;
endmodule
==> /design/flow/run.sh <==
#!/bin/bash
# OpenROAD 26Q1-2900-gdf79404cd8, Yosys 0.63+post, stock flow scripts
make -C /OpenROAD-flow-scripts/flow DESIGN_CONFIG=/design/flow/config.mk WORK_HOME=/design/flow/orfs finish
==> /design/flow/config.mk <==
export PLATFORM = sky130hd
export DESIGN_NAME = complex_conjugate
export DESIGN_NICKNAME = complex_conjugate
export VERILOG_FILES = /design/flow/design.v
export SDC_FILE = /design/flow/constraint.sdc
export NUM_CORES = 4
export LEC_CHECK = 1
export CORE_AREA = 10 10 70 70
export DIE_AREA = 0 0 80 80
==> /design/flow/constraint.sdc <==
current_design complex_conjugate

set clk_period 4.6
set clk_io_pct 0.2

create_clock -name clk0 -period $clk_period

set non_clock_inputs [all_inputs -no_clocks]
set_input_delay [expr $clk_period * $clk_io_pct] -clock clk0 $non_clock_inputs
set_output_delay [expr $clk_period * $clk_io_pct] -clock clk0 [all_outputs]
==> run notes <==
This note records the results obtained with Yosys and OpenROAD.

Run status
The flow ran to the end, and the final reports show no timing, DRC or antenna violations.

Final timing
Setup repair after global routing left no endpoint under its margin. Timing would allow up to ~260 MHz. The routed design could run at a clock period as short as between 3000 and 4000 ps.

In the final report, the number of hold violations comes to 0. In the final report, the number of pins over their slew limit comes to 0. The actual transition at the worst max-transition pin is about 330 ps. The portion of the clock cycle consumed by the worst path in the final layout is 0.847. The aggregate negative setup slack is 0 ps.

The total setup violations reported at the end of the flow is 0. The slew check shows that the tightest pin keeps a relative margin of 0.778.

Worst setup path
The kind of end point of the critical path is an output port. Traced cell by cell, the critical path runs through clkdlybuf4s50_1 -> inv_1 -> ha_1 -> nor3b_2 -> nand3b_2 -> nor4_1 -> xnor2_1 -> clkdlybuf4s50_1. Among cell families on the critical path, the largest total delay comes from buffers and inverters. The number of buffer and inverter instances along the worst setup path is 3. Data on the critical path is required at its endpoint by about 3700 ps. The OpenROAD report gives the critical path a data arrival time of ~3000 ps. The largest fanout on the critical path is 4. STA classifies the critical path startpoint as an input pin. Among all stages on the critical path, the maximum delay recorded is 480 ps. The timing report shows the most common cell along the critical path to be sky130_fd_sc_hd__clkdlybuf4s50_1. For this design, the slowest cell found on the critical path is sky130_fd_sc_hd__clkdlybuf4s50_1. The critical path in this run is classified as input pin to output port.

Layout
The area of combinational cells with multiple inputs is approximately 290 um2. The layout-stage area growth over the synthesis result is 59.2%. After layout, the clock buffer instance count stands at 0. The final layout contains a sequential cell count of 0. The layout filler cell count is 384. The final standard cell count with taps included and fillers excluded is 114. The footprint of the flip-flops and latches is 0 um2. The share of cells above drive strength 1 is 0.118.

Floorplan
The number of placement rows is 21. The total die size is around 6400 um2. The x dimension of the die is 80 um. The initial core utilization is 0.124. ~64 I/O pins were placed.

The core area is approximately 3400 um2. The vertical die dimension reported for this design is 80 um.

Global routing
The via count of the first global-routing pass is ~370. The aggregate global routing overflow is 0. The overall track demand over capacity in global routing is 0.0374. The first global-routing pass estimated roughly 2.0 mm of wire. The maximum number of pins on one net before global-route repair is 6. The initial antenna violation count is 0.

Yosys
Sorting the synthesized cells by how often they occur yields sky130_fd_sc_hd__buf_4 (17), sky130_fd_sc_hd__xnor2_1 (10), sky130_fd_sc_hd__nor2_1 (4), sky130_fd_sc_hd__xor2_1 (4). In the post-synthesis netlist, the biggest area contributors are sky130_fd_sc_hd__buf_4 (30%), sky130_fd_sc_hd__xnor2_1 (21%), sky130_fd_sc_hd__xor2_1 (8.3%). The chip area estimate from yosys synthesis is approximately 420 um2. The portion of synthesized cell area occupied by the leading cell type is 0.302. The dominant cell type by area after synthesis is sky130_fd_sc_hd__buf_4. The most frequently used cell type in the post-synthesis netlist is sky130_fd_sc_hd__buf_4. The synthesis log from Yosys contains 0 warnings. In the Yosys report the total cell count is 53. The sequential cell area fraction in the yosys report is 0. The post-synthesis cell count is approximately 53. The count of unique library cells instantiated by Yosys is 18. The mean area per synthesized cell is approximately 8.0 um2. The synthesized area is approximately 420 um2.

Placed design
The detailed placement HPWL is approximately 1.3 mm. The final RePlAce weighted congestion is approximately 0.74. The cell count after placement is 114.

The count of buffers added on input and output ports is 32.

Pwr
The analysis reports a worst IR drop on VDD of 0.0121 mV. The static leakage power is 0.000197 uW. The cell area power density is approximately 71 nW/um2.

Route
The via density per instance is 3.15. The iteration tally of the first detailed-router pass is 3. Detailed routing placed a total of ~920 um of wire on met2. The met1 wire length is about 360 um. After detailed routing, no signal wire sits above met3.

The routed design has roughly 1.4 mm of wire. The routed layout reports a DRC error count of 0. The routed layout has around 360 vias. Detailed routing placed a total of just under 80 um of wire on met3.

The number of violations reported at the end of detailed-routing iteration 0 is 4. TritonRoute output was used to compute an average wire per cell of 11.9 um. The residual antenna-violating net count after detailed routing is 0.

0 antenna diodes ended up in the layout.

Clock network
Once the clock tree was built, the resizer swapped 0 gates to a different size. The setup fix buffers added after clock tree synthesis is 0. Buffers inserted to repair hold after CTS numbered 0.

Flow run
The total tool warning count is 32. The run reported a max-capacitance violation count of 0.

Worst hold path
Checking hold timing, the worst path is listed with class input pin to output port.
==> cell usage in the layout (no fill, tap or decap), drive strengths merged <==
| cell | instances |
|---|---|
| nor3 | 2 |
| nand2 | 2 |
| ha | 1 |
| nand4 | 1 |
| inv | 2 |
| nand3 | 1 |
| or3 | 1 |
| nor3b | 3 |
| xnor2 | 10 |
| nand3b | 1 |
| xor2 | 4 |
| nor4 | 3 |
| nor2 | 5 |
| clkdlybuf4s50 | 32 |
==> layout make-up <==
cell class	instances	share of cell area
Inverter	2	0.0112
Timing Repair Buffer	32	0.476
Tap cell	46	0.0855
Multi-Input combinational cell	34	0.428
==> cells by family after synthesis <==
logic type	after synthesis	synth area share
buf+inv	19	0.320
simple gates	19	0.361
xor+xnor	14	0.290
fa+ha+maj	1	0.0296
==> final timing paths <==
check                      start          to  slack [ps]  cells after the start
worst min-delay path  i_real[10]  o_real[10]        1840                      0
worst max-delay path   i_imag[0]  o_imag[10]         700                      8
==> per-stage QoR <==
stage / worst slack (ps) / total power (uW) / util / hold slack, ps / instance area [um2]
after floorplan: 1830 / 17.9 / - / 1860 / 423
after global placement: 707 / 48.5 / 0.197 / 1840 / 673
after detailed placement: 691 / 48.8 / 0.197 / 1840 / 673
after CTS: 683 / 48.8 / 0.197 / 1840 / 673
after global routing: 560 / 51.3 / 0.197 / 1840 / 673
final: 704 / 47.7 / 0.197 / 1840 / 673
==> metal layers <==
layer / track usage / up-vias
met5: 0 / -
met4: 0.00352 / 0
li1: - / 189
met2: 0.0867 / 4
met1: 0.0304 / 166
met3: 0.00682 / 0
==> report_power, final <==
group / switching, uW / total, uW / internal (uW)
combinational: 14.6 / 47.7 / 33.1
sequential: 0 / 0 / 0
clock: 0 / 0 / 0
total: 14.6 / 47.7 / 33.1
Power and IR drop assume default switching activity.
